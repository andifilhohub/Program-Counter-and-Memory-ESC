$ cat flow/config.mk
export PLATFORM = sky130hd
export DESIGN_NAME = gdmux8way16
export DESIGN_NICKNAME = gdmux8way16
export VERILOG_FILES = /design/flow/design.v
export SDC_FILE = /design/flow/constraint.sdc
export NUM_CORES = 4
export LEC_CHECK = 1
export CORE_UTILIZATION = 30
$ cat flow/constraint.sdc
current_design gdmux8way16

set clk_period 1.0
set clk_io_pct 0.2

create_clock -name clk0 -period $clk_period

set non_clock_inputs [all_inputs -no_clocks]
set_input_delay [expr $clk_period * $clk_io_pct] -clock clk0 $non_clock_inputs
set_output_delay [expr $clk_period * $clk_io_pct] -clock clk0 [all_outputs]
$ cat flow/design.v
module gdmux8way16 (
    input [15:0] d,
    input [2:0] sel,
    output [15:0] y0,
    output [15:0] y1,
    output [15:0] y2,
    output [15:0] y3,
    output [15:0] y4,
    output [15:0] y5,
    output [15:0] y6,
    output [15:0] y7
);
    assign y0 = (sel == 3'b000) ? d : 16'b0;
    assign y1 = (sel == 3'b001) ? d : 16'b0;
    assign y2 = (sel == 3'b010) ? d : 16'b0;
    assign y3 = (sel == 3'b011) ? d : 16'b0;
    assign y4 = (sel == 3'b100) ? d : 16'b0;
    assign y5 = (sel == 3'b101) ? d : 16'b0;
    assign y6 = (sel == 3'b110) ? d : 16'b0;
    assign y7 = (sel == 3'b111) ? d : 16'b0;
endmodule
$ cat flow/run.sh
#!/bin/bash
# OpenROAD 26Q1-2900-gdf79404cd8, Yosys 0.63+post, stock flow scripts
make -C /OpenROAD-flow-scripts/flow DESIGN_CONFIG=/design/flow/config.mk WORK_HOME=/design/flow/orfs finish
==> out/metrics.sh <==
YS_TYPES=8
FLOORPLAN.IO_PINS=147
FP_UTIL_PCT=32.1
YOSYSTOPAREACELLSHARE_PCT=35.5
OUTCOME='finished with violations'
DETAIL-ROUTE-ANTENNA-NETS=0
MIN_DELAY_PATH_DEPTH=3
IO_BUFFERS=147
SYNTH-WARNING-COUNT=0
GRT_SETUP_UNREPAIRED='yes'
MAXSLEWVIOLCOUNT=0
YOSYS_AREA_UM2=1690
MAX_STAGE_DELAY_NS=0.40
AVERAGE_CELL_AREA_AFTER_SYNTHESIS_UM2=9.95
WORST-ENDPOINT-ARRIVAL_NS=1.32
GRT_FIRST_PASS_WIRELENGTH_UM=14600
GLOBALPLACE.CONGESTION=0.842
POST-SYNTH-TOP-AREA-CELL='sky130_fd_sc_hd__and4bb_2'
WORSTSETUPSTARTPOINTTYPE='primary input'
OPENROAD.WARNINGS=35
DRIVE_GT1_SHARE_PCT=84.0
CLOCK_BUFFERS=0
DETAIL_ROUTE.VIAS_PER_CELL=6.12
SEQ_AREA_UM2=0
POST_SYNTH_INSTANCE_AREA_UM2=1690
FIRST_PASS_ITERS=4
PATH_CELLS='buf_16 > buf_16 > buf_12 > buf_8 > nor4b_2 > buf_2'
SYNTH_STAT.CELLS=170
NETLIST_INSTANCES=170
VIA_COUNT_OF_THE_FIRST_GLOBAL_ROUTING_PASS=2474
WL_PER_CELL_UM=26.3
RELSLEWSLACK_PCT=72.4
WORST_SETUP_PATH_END_KIND='primary output'
HOLD_VIOLATIONS=0
FP-ROW-COUNT=26
SYNTH_SEQUENTIAL_AREA_RATIO_PCT=0
GRT_MAX_DEGREE=21
P_PER_AREA_nW_PER_UM2=381
WORST_EP_REQUIRED_TIME_NS=0.80
ROUTED_WIRELENGTH_UM=13200
GLOBALROUTE.TOTALOVERFLOW=0
DRV.MAX_CAP_VIOLATION_COUNT=0
COMMONEST_CELLS_IN_THE_SYNTHESIZED_NETLIST='sky130_fd_sc_hd__and4b_1 (48), sky130_fd_sc_hd__and4bb_2 (48), sky130_fd_sc_hd__buf_2 (35), sky130_fd_sc_hd__and4_1 (16), sky130_fd_sc_hd__nor4b_2 (16)'
SETUP_TOTAL_NEGATIVE_SLACK_NS=-21.04
DESIGN.DIE.AREA_UM2=5940
CPMAXSTAGEDELAYCELL='sky130_fd_sc_hd__nor4b_2'
TOTAL_GLOBAL_ROUTING_TRACK_UTILIZATION_PCT=31.7
HOLD_PATH.CLASS='primary input to primary output'
TIGHTESTPINTRANSITION_NS=0.413
DETAIL_ROUTE.DRC_VIOLATIONS=0
N_SEQUENTIAL_CELL=0
SHARE_OF_THE_CYCLE_NEEDED_BY_THE_CRITICAL_PATH_AFTER_ROUTING_PCT=152
SYNTHTOLAYOUTAREAGROWTH_PCT=186
VIAS=3062
CORE-AREA_UM2=5270
FIN_WS_NS=-0.520
DP_HPWL_UM=4670
CRIT_PATH_MAX_FANOUT=7
PATH_CLASS='primary input to primary output'
FMAX_MHz=658
WORST_IR_DROP_ON_VDD_mV=0.231
FINAL_CELL_COUNT_NO_FILL=500
GRT_ANTENNA_BEFORE_REPAIR=0
NETLIST_TOP_CELLS_AREA='sky130_fd_sc_hd__and4bb_2 (36%), sky130_fd_sc_hd__and4b_1 (28%), sky130_fd_sc_hd__nor4b_2 (14%)'
LEAKAGE_nW=2.65
PLACE.DETAILED.INSTANCES=375
VIOLATIONS_IN_THE_FINAL_REPORTS='negative setup slack'
DIE.SIZE.Y_UM=77.1
FINAL_SETUP_VIOLATION_COUNT=125
ROUTE.ANTENNA.DIODE_COUNT=0
NFILLCELLS=190
PERIOD_MINUS_SLACK_NS=1.52
DIE.SIZE.X_UM=77.1
CRITPATHMOSTFREQUENTCELL='sky130_fd_sc_hd__buf_16'
DETAILEDROUTE.FIRSTITERATIONVIOLATIONS=183
[repair_timing]
item,in CTS,in global routing
resized,435,173
pin swaps,25,77
hold buffers,0,0
setup buffers,44,53
endpoints found under the setup margin,128,127
cloned,29,7
[critical path, delay by kind of cell]
kind / cells / cell delay [ns]
and+or+nand+nor: 1 / 0.40
buffers and inverters: 5 / 0.71
[power breakdown]
group	total [mW]	switching, mW	internal [mW]
clock	0	0	0
sequential	0	0	0
combinational	1.84	0.673	1.17
[cell families (layout without fill, tap and decap cells)]
kind of cell  after synthesis  count (layout)  synth area share, %
buf+inv                    42             302                 13.6
simple gates              128             128                 86.4
[metrics by stage]
step                instance area [um^2]  power, mW  hold WS (ns)  setup slack, ns  utilization (%)
global placement                    3340      0.894          1.18           -0.818             63.3
floorplan                           1690      0.360         0.512           0.0671                -
global route                        4850       1.90         0.761           -0.512             92.0
detailed placement                  3340      0.892          1.17           -0.836             63.3
CTS                                 4190       1.42         0.796           -0.412             79.6
finish                              4850       1.84         0.758           -0.520             92.0
[cell type report]
class | instances | area (um^2) | share of cell area (%)
Multi-Input combinational cell | 128 | 1560 | 32.1
Tap cell | 70 | 87.6 | 1.81
Timing Repair Buffer | 302 | 3200 | 66.0
[final timing paths]
kind | start | to
worst min-delay path | d[0] | y0[0]
worst max-delay path | sel[1] | y0[7]
[layer usage]
| metal | global-route usage (%) | wire length, um | vias up | part of all wire, % |
|---|---|---|---|---|
| met5 | 0 | 0 | - | 0 |
| met4 | 4.72 | 559 | 0 | 4.2 |
| met3 | 5.32 | 1600 | 51 | 12 |
| met2 | 52.3 | 5640 | 236 | 43 |
| met1 | 44.0 | 5370 | 1490 | 41 |
| li1 | - | - | 1285 | - |
[cells in the final DEF (no fill, tap or decap)]
master and instances:
sky130_fd_sc_hd__and4_1 16, sky130_fd_sc_hd__buf_6 76, sky130_fd_sc_hd__buf_12 11, sky130_fd_sc_hd__nor4b_2 5, sky130_fd_sc_hd__and4b_1 48, sky130_fd_sc_hd__buf_16 28
sky130_fd_sc_hd__buf_4 20, sky130_fd_sc_hd__buf_8 21, sky130_fd_sc_hd__clkbuf_2 37, sky130_fd_sc_hd__dlymetal6s2s_1 5, sky130_fd_sc_hd__buf_2 98, sky130_fd_sc_hd__nor4b_4 11
sky130_fd_sc_hd__clkbuf_16 6, sky130_fd_sc_hd__and4bb_2 48
Power figures rest on the tool's default switching activity, not on a simulated workload.
