==> /design/flow/design.v <==
module minha_ram8(
    input [15:0] dado_in,
    input [2:0] endereco_in,
    input habilita_in,
    input relogio_in,
    output [15:0] dado_out
);
    reg [15:0] banco_reg [0:7];
    always @(posedge relogio_in) begin
        if (habilita_in) begin
            banco_reg[endereco_in] <= dado_in;
        end
    end
    assign dado_out = banco_reg[endereco_in];
endmodule
module meu_demux8way (input entrada_sinal, input [2:0] controle_sel, output linha_a, output linha_b, output linha_c, output linha_d, output linha_e, output linha_f, output linha_g, output linha_h);
    assign linha_a = (controle_sel == 3'b000) ? entrada_sinal : 0;
    assign linha_b = (controle_sel == 3'b001) ? entrada_sinal : 0;
    assign linha_c = (controle_sel == 3'b010) ? entrada_sinal : 0;
    assign linha_d = (controle_sel == 3'b011) ? entrada_sinal : 0;
    assign linha_e = (controle_sel == 3'b100) ? entrada_sinal : 0;
    assign linha_f = (controle_sel == 3'b101) ? entrada_sinal : 0;
    assign linha_g = (controle_sel == 3'b110) ? entrada_sinal : 0;
    assign linha_h = (controle_sel == 3'b111) ? entrada_sinal : 0;
endmodule
module meu_mux8way16 (
    input [15:0] entrada_a, input [15:0] entrada_b, input [15:0] entrada_c, input [15:0] entrada_d,
    input [15:0] entrada_e, input [15:0] entrada_f, input [15:0] entrada_g, input [15:0] entrada_h,
    input [2:0] seletor_ctrl, output [15:0] saida_dados
);
    assign saida_dados = (seletor_ctrl == 3'b000) ? entrada_a :
                         (seletor_ctrl == 3'b001) ? entrada_b :
                         (seletor_ctrl == 3'b010) ? entrada_c :
                         (seletor_ctrl == 3'b011) ? entrada_d :
                         (seletor_ctrl == 3'b100) ? entrada_e :
                         (seletor_ctrl == 3'b101) ? entrada_f :
                         (seletor_ctrl == 3'b110) ? entrada_g : entrada_h;
endmodule
module minha_ram64(
    input [15:0] dados_entrada,
    input [5:0] endereco_acesso,
    input controle_write,
    input clock_principal,
    output [15:0] dados_saida
);
    wire hab0, hab1, hab2, hab3, hab4, hab5, hab6, hab7;
    wire [15:0] saida_ram0, saida_ram1, saida_ram2, saida_ram3;
    wire [15:0] saida_ram4, saida_ram5, saida_ram6, saida_ram7;
    gdmux8way dmux_ctrl(.in(controle_write), .sel(endereco_acesso[5:3]),
                      .a(hab0), .b(hab1), .c(hab2), .d(hab3),
                      .e(hab4), .f(hab5), .g(hab6), .h(hab7));
    minha_ram8 ram0(dados_entrada, endereco_acesso[2:0], hab0, clock_principal, saida_ram0);
    minha_ram8 ram1(dados_entrada, endereco_acesso[2:0], hab1, clock_principal, saida_ram1);
    minha_ram8 ram2(dados_entrada, endereco_acesso[2:0], hab2, clock_principal, saida_ram2);
    minha_ram8 ram3(dados_entrada, endereco_acesso[2:0], hab3, clock_principal, saida_ram3);
    minha_ram8 ram4(dados_entrada, endereco_acesso[2:0], hab4, clock_principal, saida_ram4);
    minha_ram8 ram5(dados_entrada, endereco_acesso[2:0], hab5, clock_principal, saida_ram5);
    minha_ram8 ram6(dados_entrada, endereco_acesso[2:0], hab6, clock_principal, saida_ram6);
    minha_ram8 ram7(dados_entrada, endereco_acesso[2:0], hab7, clock_principal, saida_ram7);
    gmux8way16 mux_saida(.a(saida_ram0), .b(saida_ram1),
                    .c(saida_ram2), .d(saida_ram3),
                    .e(saida_ram4), .f(saida_ram5),
                    .g(saida_ram6), .h(saida_ram7),
                    .sel(endereco_acesso[5:3]), .out(dados_saida));
endmodule
module minha_memoria512(
    input [15:0] valor_entrada,
    input [8:0] posicao_mem,
    input enable_write,
    input sinal_clock,
    output [15:0] valor_saida
);
    wire ctrl0, ctrl1, ctrl2, ctrl3, ctrl4, ctrl5, ctrl6, ctrl7;
    wire [15:0] resultado_ram0, resultado_ram1, resultado_ram2, resultado_ram3;
    wire [15:0] resultado_ram4, resultado_ram5, resultado_ram6, resultado_ram7;
    gdmux8way dmux_controller(.in(enable_write), .sel(posicao_mem[8:6]),
                      .a(ctrl0), .b(ctrl1), .c(ctrl2), .d(ctrl3),
                      .e(ctrl4), .f(ctrl5), .g(ctrl6), .h(ctrl7));
    minha_ram64 ram0(valor_entrada, posicao_mem[5:0], ctrl0, sinal_clock, resultado_ram0);
    minha_ram64 ram1(valor_entrada, posicao_mem[5:0], ctrl1, sinal_clock, resultado_ram1);
    minha_ram64 ram2(valor_entrada, posicao_mem[5:0], ctrl2, sinal_clock, resultado_ram2);
    minha_ram64 ram3(valor_entrada, posicao_mem[5:0], ctrl3, sinal_clock, resultado_ram3);
    minha_ram64 ram4(valor_entrada, posicao_mem[5:0], ctrl4, sinal_clock, resultado_ram4);
    minha_ram64 ram5(valor_entrada, posicao_mem[5:0], ctrl5, sinal_clock, resultado_ram5);
    minha_ram64 ram6(valor_entrada, posicao_mem[5:0], ctrl6, sinal_clock, resultado_ram6);
    minha_ram64 ram7(valor_entrada, posicao_mem[5:0], ctrl7, sinal_clock, resultado_ram7);
    gmux8way16 mux_seletor(.a(resultado_ram0), .b(resultado_ram1),
                    .c(resultado_ram2), .d(resultado_ram3),
                    .e(resultado_ram4), .f(resultado_ram5),
                    .g(resultado_ram6), .h(resultado_ram7),
                    .sel(posicao_mem[8:6]), .out(valor_saida));
endmodule
module minha_ram4k(
    input [15:0] dado_in,
    input [11:0] endereco_in,
    input habilita_in,
    input relogio_in,
    output [15:0] dado_out
);
    wire habilita0, habilita1, habilita2, habilita3, habilita4, habilita5, habilita6, habilita7;
    wire [15:0] dado_ram0, dado_ram1, dado_ram2, dado_ram3, dado_ram4, dado_ram5, dado_ram6, dado_ram7;
    gdmux8way dmux_inst(
        .in(habilita_in), .sel(endereco_in[11:9]),
        .a(habilita0), .b(habilita1), .c(habilita2), .d(habilita3),
        .e(habilita4), .f(habilita5), .g(habilita6), .h(habilita7)
    );
    gram512 ram0(dado_in, endereco_in[8:0], habilita0, relogio_in, dado_ram0);
    gram512 ram1(dado_in, endereco_in[8:0], habilita1, relogio_in, dado_ram1);
    gram512 ram2(dado_in, endereco_in[8:0], habilita2, relogio_in, dado_ram2);
    gram512 ram3(dado_in, endereco_in[8:0], habilita3, relogio_in, dado_ram3);
    gram512 ram4(dado_in, endereco_in[8:0], habilita4, relogio_in, dado_ram4);
    gram512 ram5(dado_in, endereco_in[8:0], habilita5, relogio_in, dado_ram5);
    gram512 ram6(dado_in, endereco_in[8:0], habilita6, relogio_in, dado_ram6);
    gram512 ram7(dado_in, endereco_in[8:0], habilita7, relogio_in, dado_ram7);
    gmux8way16 mux_inst(
        .a(dado_ram0), .b(dado_ram1), .c(dado_ram2), .d(dado_ram3),
        .e(dado_ram4), .f(dado_ram5), .g(dado_ram6), .h(dado_ram7),
        .sel(endereco_in[11:9]), .out(dado_out)
    );
endmodule
module meu_mux4way16 (
    input [15:0] canal_a, 
    input [15:0] canal_b, 
    input [15:0] canal_c, 
    input [15:0] canal_d, 
    input [1:0] controle_sel, 
    output [15:0] resultado_saida
);
    assign resultado_saida = (controle_sel == 2'b00) ? canal_a :
                             (controle_sel == 2'b01) ? canal_b :
                             (controle_sel == 2'b10) ? canal_c : canal_d;
endmodule
module meu_demux4way (input entrada, input [1:0] seletor, output saida_a, output saida_b, output saida_c, output saida_d);
    assign saida_a = (seletor == 2'b00) ? entrada : 0;
    assign saida_b = (seletor == 2'b01) ? entrada : 0;
    assign saida_c = (seletor == 2'b10) ? entrada : 0;
    assign saida_d = (seletor == 2'b11) ? entrada : 0;
endmodule
module minha_ram16k(
    input [15:0] entrada_dados,
    input [13:0] endereco_mem,
    input controle_escrita,
    input clock_sistema,
    output [15:0] saida_dados
);
    wire habilita0, habilita1, habilita2, habilita3;
    wire [15:0] dados_ram0, dados_ram1, dados_ram2, dados_ram3;
    gdmux4way dmux_inst(.in(controle_escrita), .sel(endereco_mem[13:12]),
                      .a(habilita0), .b(habilita1),
                      .c(habilita2), .d(habilita3));
    minha_ram4k ram0(entrada_dados, endereco_mem[11:0], habilita0, clock_sistema, dados_ram0);
    minha_ram4k ram1(entrada_dados, endereco_mem[11:0], habilita1, clock_sistema, dados_ram1);
    minha_ram4k ram2(entrada_dados, endereco_mem[11:0], habilita2, clock_sistema, dados_ram2);
    minha_ram4k ram3(entrada_dados, endereco_mem[11:0], habilita3, clock_sistema, dados_ram3);
    gmux4way16 mux_inst(.a(dados_ram0), .b(dados_ram1),
                    .c(dados_ram2), .d(dados_ram3),
                    .sel(endereco_mem[13:12]), .y(saida_dados));
endmodule
==> /design/flow/run.sh <==
#!/bin/bash
# OpenROAD 26Q1-2900-gdf79404cd8, Yosys 0.63+post, stock flow scripts
make -C /OpenROAD-flow-scripts/flow DESIGN_CONFIG=/design/flow/config.mk WORK_HOME=/design/flow/orfs finish
==> /design/flow/config.mk <==
export PLATFORM = sky130hd
export DESIGN_NAME = minha_ram8
export DESIGN_NICKNAME = minha_ram8
export VERILOG_FILES = /design/flow/design.v
export SDC_FILE = /design/flow/constraint.sdc
export NUM_CORES = 4
export LEC_CHECK = 1
export CORE_UTILIZATION = 50
==> /design/flow/constraint.sdc <==
current_design minha_ram8

set clk_period 4.7
set clk_io_pct 0.2

create_clock -name clk0 -period $clk_period [get_ports {relogio_in}]

set non_clock_inputs [all_inputs -no_clocks]
set_input_delay [expr $clk_period * $clk_io_pct] -clock clk0 $non_clock_inputs
set_output_delay [expr $clk_period * $clk_io_pct] -clock clk0 [all_outputs]
==> GITHUB_STEP_SUMMARY <==
## Synthesis and layout report

| Metric | Value |
|---|---|
| Starting density of the core | `0.513` |
| Tot GR Track Use | `0.197` |
| Switching share of power | `0.200` |
| Via density | `5.47` |
| Commonest flop | `edfxtp_1` |
| Count of pins over their slew limit | `0` |
| Clock period minus worst slack | `roughly 4.0 ns` |
| CTS tree | `done` |
| Leak | `2.01 nW` |
| Clk pin slew, worst setup/hold paths | `0.05 ns` |
| RSZ-0062 raised after global routing | `false` |
| Ys Warns | `1` |
| DRC errors left | `0` |
| Critical Path RT | `roughly 3.8 ns` |
| Core footprint | `9680 µm²` |
| First-pass GRT wire length | `12,900 µm` |
| Top cells by area | `edfxtp_1 77%, mux4_1 7.9%, mux2_2 5.2%, mux4_2 4.1%, nor2_1 0.53%` |
| Setup TNS | `0 ns` |
| Area leader, netlist | `edfxtp_1` |
| Total of max-cap violations | `0` |
| Routed wire length | `~8400 µm` |
| Chip Area | `10,300 µm²` |
| Tool warnings | `25` |
| Final setup vio count | `0` |
| Routed WL per cell | `19.6 µm` |
| Total CTS buffers | `17` |
| Ys flops | `approximately 130` |
| Initial antenna violation count | `0` |
| Placed insts | `between 300 and 400` |
| Area growth, synth to finish | `22.2%` |
| Final-report hold violation count | `0` |
| H-tree levels | `4` |
| Max VDD drop | `241 µV` |
| Period utilization | `0.847` |
| Setup crit start kind | `primary input` |
| Post-layout util | `0.628` |
| Clock power share | `0.423` |
| Pin count of the biggest net entering global routing | `25` |
| Highest Clock Rate | `251 MHz` |
| Sw power | `505 µW` |
| Boundary Pins | `37` |
| Post-synth ARST share | `0` |
| Max-slew headroom | `0.548` |
| Via Count | `~2.4k` |
| CP endpoint kind | `primary output` |
| Top-area cell share | `0.773` |
| Inserted Diodes | `0` |
| Worst min path class | `primary input to register` |
| Row Count | `36` |
| Register area share after synthesis | `0.773` |
| Comb pwr share | `0.061` |
| Residual overflow from global routing | `0` |
| IO Port Bufs | `36` |
| Max reg flops | `128` |
| Drt initial violations | `87` |
| Slew at the pin closest to its max-slew limit | `0.678 ns` |
| Die width | `102 µm` |
| Hold-fix buffers, CTS | `0` |
| Netlist cell types | `23` |
| Die height | `102 µm` |
| Cell-internal power | `2.02 mW` |
| Pwr Density | `415 nW/µm²` |
| WHS | `1.17 ns` |
| Ys cells | `222` |
| Critical path class | `primary input to primary output` |
| HPWL after DPL | `5040 µm` |
| Number of global-route vias before repair | `2,484` |
| Post-synthesis cell count | `222` |
| Share of cells above drive strength 1 | `0.272` |
| Clk root buf | `clkbuf_8` |
| Cell area after synthesis | `4970 µm²` |
| Sequential Power Share | `0.516` |
| Mean Syn Cell Area | `22.4 µm²` |
| Fill cells | `678` |
| Worst EP arrival | `about 3.0 ns` |
| Synth cell count leaders | `128 x edfxtp_1, 23 x mux2_2, 15 x mux4_1` |
| Yosys stat area | `4970 µm²` |
| CTS max path bufs | `2` |
| CTS sink cnt | `approximately 130` |
| Status | `completed` |
| Resized Gates After CTS | `0` |
| Crit-path max FO | `24` |
| Non-filler cells, final | `approximately 430` |
| Post-synth EDFFs | `~130` |
| Post-route ant nets | `0` |
| Buffer count from post-CTS setup fixing | `0` |
| Drt first pass iters | `4` |
| Gpl congestion | `0.783` |
| Count leader, synth | `edfxtp_1` |
## cell families (layout without fill, tap and decap cells)
kind of cell,after synthesis,in the layout,share of synthesized area
AND/OR/NAND/NOR,21,21,0.0201
AND-OR/OR-AND,13,13,0.0201
buffers and inverters,13,89,0.0146
multiplexers,47,47,0.172
flip-flops,128,128,0.773
## final timing paths
path,from,to,slack [ns],depth (start not counted)
setup / recovery,endereco_in[0],dado_out[6],0.72,5
hold / removal,dado_in[11],banco_reg[5][11],1.17,1
## cells in the final DEF (no fill, tap or decap), types with 4 or more instances in the layout
cell and n:
mux2_2 23, mux4_2 9, clkinv_2 5, nand2_1 4, nor2_1 7, clkinvlp_4 4, mux4_1 15, clkdlybuf4s50_1 35
buf_4 19, clkbuf_16 16, edfxtp_1 128
## worst max-delay path: stages
cell	delay, ns
buf_2	0.53
buf_4	0.33
mux4_1	0.57
mux2_2	0.27
clkdlybuf4s50_1	0.39
## per-stage QoR
stage	setup slack, ns	total power [mW]	cell area, µm²
floorplan	1.73	1.40	4970
global placement	0.698	1.48	5580
detailed placement	0.695	1.48	5580
CTS	0.693	2.55	6080
global route	0.585	2.61	6080
finish	0.719	2.53	6080
## area by class of cell
type / count / area, µm² / area share
Clock buffer: 20 / 425 / 0.0700
Clock inverter: 12 / 71.3 / 0.0117
Inverter: 2 / 7.51 / 0.00124
Multi-Input combinational cell: 81 / 1070 / 0.175
Sequential cell: 128 / 3840 / 0.632
Tap cell: 133 / 166 / 0.0274
Timing Repair Buffer: 55 / 498 / 0.0819
## per-layer routing
| layer | global-route usage | share of wire |
|---|---|---|
| met1 | 0.296 | 0.40 |
| met2 | 0.291 | 0.49 |
| met3 | 0.102 | 0.092 |
| met5 | 0 | 0 |
| met4 | 0.0479 | 0.023 |
## power by group through the flow
stage,clock network (mW),registers [mW],logic (mW)
finish,1.07,1.30,0.155
global route,1.14,1.31,0.170
CTS,1.09,1.30,0.158
No activity file was given, so power comes from the tool's default toggle rates.
